[flow/design.v]
module ALU_standard_caculator_n_bit#(parameter n = 4)(
    input clk,
    input rst,
    input [2:0] op,
    input signed [n-1:0] a,
    input signed [n-1:0] b,
    output reg signed [2*n-1:0] result
);
    wire signed [n:0] result_add;
    wire signed [n:0] result_sub;
    wire signed [2*n-1:0] result_mul;
    wire signed [n:0] result_div;
    wire signed [n-1:0] remainder;
    add_n_bit_signed #(n) add(
        .a(a),
        .b(b),
        .result(result_add)
    );
    sub_n_bit_signed #(n) sub(
        .a(a),
        .b(b),
        .result(result_sub)
    );
    multiplier_n_bit_signed#(n) mul(
        .a(a),
        .b(b),
        .clk(clk),
        .rst(rst),
        .result(result_mul)
    );
    divide_n_bit_signed#(n) div(
        .f_num(a),
        .s_num(b),
        .clk(clk),
        .rst(rst),
        .result(result_div),
        .remainder(remainder)
    );
    always @(*) begin
        case (op)
            3'b000: result = result_add;
            3'b001: result = result_sub;
            3'b010: result = result_mul;
            3'b011: result = result_div;
            3'b100: result = a & b;
            3'b101: result = a | b;
            3'b110: result = a ^ b;
            3'b111: result = ~a;
            default: result = 0;
        endcase
    end
endmodule
module full_adder_1bit(
    input a,
    input b,
    input carry_in,
    output sum,
    output carry_out
);
assign sum = a ^ b ^ carry_in;
assign carry_out = ((a ^ b) & carry_in) | (a & b);
endmodule
module add_n_bit_signed#(parameter n = 4)(
    input signed   [n - 1:0] a,
    input signed [n - 1:0] b,
    output signed [n:0] result
);
wire [n - 1:0] carry_out;
wire [n :0] pre_result;
genvar i;
generate
    for (i = 0; i <= n - 1; i = i +1) begin : FA_T1
        if (i == 0) begin
            full_adder_1bit u1(
            .a(a[i]),
            .b(b[i]),
            .carry_in(1'b0),
            .sum(pre_result[i]),
            .carry_out(carry_out[i])
        );
        end
        else begin
        full_adder_1bit u2(
            .a(a[i]),
            .b(b[i]),
            .carry_in(carry_out[i - 1]),
            .sum(pre_result[i]),
            .carry_out(carry_out[i])
        );
        end
    end
endgenerate
assign pre_result[n] = ((a[n-1] ^ b[n-1]) ? ~carry_out[n-1] : carry_out[n-1]);
assign result = pre_result;
endmodule
module divide_n_bit_signed#(parameter n = 4)(
    input signed [n - 1:0] f_num,
    input signed [n - 1:0] s_num,
    input clk,
    input rst,
    output reg signed [n : 0]  result,
    output reg signed [n - 1: 0] remainder
);
    reg [n  : 0] f_num1;
    reg [n  : 0] s_num1; 
    reg [n - 1 : 0] pre_result;
    reg [n  : 0] pre_remainder;
    reg [2:0] count;    
    always@(posedge clk or posedge rst)begin
        if (rst) begin 
            f_num1 <= 0;
            s_num1 <= 0;
            result <= 0;
            remainder <= 0;
            pre_result <= 0;
            pre_remainder <= 0;
            count <= 0;
        end
        else if ( count == 0 ) begin
            s_num1 <= (s_num[n-1] == 1) ? {1'b0, -s_num} : {1'b0, s_num};
            f_num1 <= (f_num[n-1] == 1) ? {1'b0, -f_num} : {1'b0, f_num};
            pre_result <= 0;
            pre_remainder <= 0;
            count <= 5;
        end
        else begin 
           if (s_num == 0) begin
                count <= 1;
           end 
           else if ({pre_remainder[n - 2 : 0]  , f_num1 [n-1]} >= s_num1) begin
                pre_remainder  <= {pre_remainder[n - 2 : 0]  , f_num1 [n-1]} - s_num1;
                pre_result <= {pre_result [n - 2 : 0], 1'b1}; 
                f_num1 <= f_num1 << 1;
            end 
            else begin
                pre_remainder <= {pre_remainder[n - 2 : 0]  , f_num1 [n-1]};
                f_num1 <= f_num1 << 1;
                pre_result <= {pre_result [n - 2 : 0], 1'b0};
            end 
            count <= count - 1; 
            if (count == 1) begin
                result <= (f_num[n-1] ^ s_num[n-1]) ? -pre_result   : pre_result;
                remainder <=   (f_num[n-1]) ? -pre_remainder[n-1:0] : pre_remainder[n - 1: 0];
            end
            else begin end
        end
end
endmodule
module multiplier_n_bit_signed#(parameter n = 4)(
    input signed [n-1:0] a,    
    input signed [n-1:0] b,     
    input clk,                  
    input rst,                  
    output reg signed [2*n-1:0] result 
);
    reg signed [n:0] b_temp;      
    reg signed [2*n-1:0] A;  
    reg signed [2*n-1:0] a_temp;    
    reg internal_done;            
    reg internal_done_next; 
    integer i;                     
    always @(posedge clk or posedge rst) begin
        if (rst) begin  
            a_temp <= 0;
            b_temp <= 0;
            A <= 0;
            result <= 0;
            i <= 0;
            internal_done <= 1;  
        end else begin
            internal_done <= internal_done_next; 
            if (!internal_done) begin
                if (i == 0) begin
                    a_temp <= a;
                    b_temp <= {b, 1'b0}; 
                    A <= 0;
                    i <= 1;  
                end else if (i < n) begin
                    case ({b_temp[i+1], b_temp[i], b_temp[i-1]})
                        3'b001, 3'b010: A <= A + a_temp;
                        3'b011: A <= A + (a_temp << 1);
                        3'b100: A <= A - (a_temp << 1);
                        3'b101, 3'b110: A <= A - a_temp;
                        default: ;  
                    endcase
                    a_temp <= a_temp << 2;
                    i <= i + 2;
                end else begin
                    result <= A;   
                    i <= 0;           
                end
            end
        end
    end
    always @(*) begin
        if (rst) begin
            internal_done_next = 1; 
        end else if (i >= n) begin
            internal_done_next = 1; 
        end else begin
            internal_done_next = 0; 
        end
    end
endmodule
module sub_n_bit_signed#(parameter n = 4)(
    input signed   [n-1:0] a,
    input signed [n-1:0] b,
    output signed [n:0] result
);
wire [n-1:0] b1;
assign b1 = ~b + 1'b1;
wire [n:0] pre_result;
add_n_bit_signed u1 (
    .a(a),
    .b(b1),
    .result(pre_result)
);
assign result = (b1 == 4'b1000) ? {~pre_result[4], pre_result[3:0]} : pre_result;
endmodule
[flow/run.sh]
#!/bin/bash
# OpenROAD 26Q1-2900-gdf79404cd8, Yosys 0.63+post, stock flow scripts
make -C /OpenROAD-flow-scripts/flow DESIGN_CONFIG=/design/flow/config.mk WORK_HOME=/design/flow/orfs finish
[flow/constraint.sdc]
current_design ALU_standard_caculator_n_bit

set clk_period 5.4
set clk_io_pct 0.2

create_clock -name clk0 -period $clk_period [get_ports {clk}]

set non_clock_inputs [all_inputs -no_clocks]
set_input_delay [expr $clk_period * $clk_io_pct] -clock clk0 $non_clock_inputs
set_output_delay [expr $clk_period * $clk_io_pct] -clock clk0 [all_outputs]
[flow/config.mk]
export PLATFORM = sky130hd
export DESIGN_NAME = ALU_standard_caculator_n_bit
export DESIGN_NICKNAME = ALU_standard_caculator_n_bit
export VERILOG_FILES = /design/flow/design.v
export SDC_FILE = /design/flow/constraint.sdc
export NUM_CORES = 4
export LEC_CHECK = 1
export CORE_UTILIZATION = 30
==> results.json <==
{
  "peakVddDrop_v": 0.000248,
  "cts.clk_slew.worst_paths_ps": 60,
  "combPwrFrac_pct": 59.9,
  "p_sw_share_pct": 42.7,
  "worst_path_max_delay_cell": "clkdlybuf4s50_1",
  "crit_family": "adder cells",
  "syn_inst": 639,
  "fp_util_pct": 31.0,
  "fin_tns_setup_ps": 0,
  "warnings": 36,
  "drv_slew": 0,
  "top_area_share_pct": 35.5,
  "maxSlewHeadroom_pct": 50.5,
  "drtPass1Iterations": 4,
  "syn_area_mm2": 0.00585,
  "drv_cap": 0,
  "rows": 50,
  "place_inst": 911,
  "grt_max_degree": 53,
  "io-pin-count": 21,
  "htreeDepth": 3,
  "fin_util_pct": 35.6,
  "period_used_pct": 97.0,
  "grt_pass1_wl_mm": 20.5,
  "min_path_type": "reg -> reg",
  "cp-start-kind": "input pin",
  "reg2regPathDepth": 19,
  "drc": 0,
  "antenna_found_initial": 0,
  "cts-root-buf": "clkbuf_16",
  "num_vias": 4326,
  "pwr-share-clk_pct": 16.2,
  "die_h_um": 142,
  "max_freq_mhz": 191,
  "regArea_mm2": 0.00210,
  "routed_wl_mm": 11.7,
  "drive_above_1_share_pct": 12.0,
  "static-leakage-power_nw": 2.95,
  "final.setup_skew_ps": 7.28,
  "yosys_warnings": 3,
  "wire_per_inst_um": 12.7,
  "ys_chip_area_mm2": 0.00585,
  "ys_cells": 639,
  "powerDensity_mw_per_mm2": 607,
  "async_flop_share_pct": 100,
  "hold_depth": 2,
  "clock_path_buffers": 2,
  "internal-power_mw": 2.34,
  "outcome": "completed",
  "cp-end-kind": "output pin",
  "overflow": 0,
  "vias_per_cell": 4.67,
  "worstPathCellList": "clkdlybuf4s15_2 > inv_2 > ha_4 > inv_1 > fa_1 > inv_1 > fa_1 > inv_1 > fa_1 > or3_1 > a21oi_2 > a21oi_1 > o31a_1 > a21oi_1 > clkdlybuf4s50_1",
  "syn_area_per_cell_um2": 9.16,
  "cts_tree": "done",
  "ant_nets": 0,
  "cts_made_buffers": 9,
  "synth-seq-cells": 84,
  "place.gp.congestion": 0.922,
  "synth_cell_types": 73,
  "worst_ep_arrival_time_ps": 4160,
  "worst-path-stages": 15,
  "crit_fanout": 4,
  "cts_setup_buffers": 0,
  "core_region_area_mm2": 0.0189,
  "critPathMaxStageDelay_ps": 470,
  "top_area_cell": "dfrtp_1",
  "rsz0062_at_grt": "false",
  "cts.sinks": 84,
  "clock_latency_ps": 340,
  "flop_cell": "dfrtp_1",
  "synthTopCellsByArea": "dfrtp_1 (35%), ha_1 (7.9%), xnor2_1 (4.9%)",
  "tightest_slew_ps": 742,
  "cp.required_ps": 4320,
  "grt_usage_pct": 12.9,
  "final_common_cell": "dfrtp_1",
  "instances_no_fill": 926,
  "finalPower_mw": 4.09,
  "area_growth_pct": 15.0,
  "period_minus_slack_ps": 5240,
  "synth_seq_share_pct": 35.9,
  "ctsHoldBuffers": 0,
  "logic_area_mm2": 0.00350,
  "worst-path-buf-inv": 6,
  "die_w_um": 142,
  "netSwitchingPower_mw": 1.74,
  "io_buffers": 20,
  "chipArea_mm2": 0.0201,
  "seqPwrFrac_pct": 23.8,
  "hold_viol_final": 0,
  "worstSetupPathType": "in -> out",
  "dp_hpwl_mm": 8.79,
  "final_cell_mix": "dfrtp_1 (83), nand2_1 (70), nor2_1 (63)",
  "fillers": 1931,
  "setup_violations": 0,
  "grt_pass1_vias": 4201,
  "drt_iter0_drc": 228,
  "diodes": 0,
  "edf_count": 0
}
==> state kept, by name, summed over array words and instances (netlist names), 4 cells and up <==
signal          count
mul.i              32
mul.A               8
mul.a_temp          8
mul.result          8
div.result          5
div.f_num1          4
div.pre_result      4
div.s_num1          4
mul.b_temp          4
==> cell families after synthesis <==
family	Yosys count	synth area share [%]
flops	84	35.9
simple gates	224	18.8
mux	34	6.56
fa+ha+maj	47	11.3
buf+inv	66	4.75
compound gates	126	13.9
xor+xnor	58	8.68
==> metrics by stage <==
step / hold WS [ps] / setup slack (ps) / area [µm²]
floorplan: 442 / 1020 / 5850
global placement: 463 / -236 / 6380
detailed placement: 474 / -231 / 6380
CTS: 488 / 12.8 / 6710
global route: 512 / 3.15 / 6730
finish: 483 / 161 / 6730
==> cells in the mapped netlist (all sizes together) (2+ instances only) <==
cell and n:
a211oi 3, a21o 4, a21oi 37, a22o 7, a311oi 2, and2 2, and3 6, and3b 2
and4 2, buf 10, clkbuf 14, dfrtp 83, fa 10, ha 37, inv 41, mux2 19
mux2i 14, nand2 70, nand2b 5, nand3 13, nand3b 3, nand4 13, nor2 65, nor2b 5
nor3 16, nor3b 4, nor4 6, o211ai 2, o21a 2, o21ai 46, o21bai 3, o31ai 7
or3 6, xnor2 33, xor2 25
==> worst reg2reg max path: stages (launching register included) <==
cell	delay, ps
dfrtp_1	620
inv_1	120
ha_1	410
nand4b_1	120
mux2i_1	230
mux2i_2	130
nor2_2	160
nand2_1	90
a21oi_2	290
mux2_2	410
inv_2	50
ha_1	210
nor2b_1	140
o2111ai_1	190
nand3_1	140
o41ai_1	410
xnor2_1	210
o21bai_1	140
nand4_1	90
a22o_1	210
==> layer usage <==
layer  track usage, %  routed length (µm)  share of wire [%]  up-vias
li1                 -                   -                  -     2250
met1             20.0                6040                 51     2005
met2             19.5                5100                 43       55
met3             2.27                 358                3.0       16
met4             2.38                 250                2.1        0
met5                0                   0                  0        -
==> power by group through the flow <==
stage,Sequential [mW],Clock [mW],Combinational [mW]
5_1_grt,1.01,0.712,2.78
4_1_cts,0.977,0.686,2.47
6_report,0.974,0.663,2.45
==> cell type report <==
cell class	instances	share of cell area, %
clock buffers	10	3.55
clock inverters	5	1.26
inverters	42	2.36
multi-input cells	489	52.0
flip-flops and latches	84	31.3
well taps	260	4.84
repair buffers	36	4.72
==> what timing repair did <==
| item | CTS | global route |
|---|---|---|
| resized | 6 | 9 |
| cloned | 0 | 0 |
| pin swaps | 2 | 4 |
| endpoints found under the setup margin | 4 | 4 |
==> final timing paths <==
kind | from | slack [ps] | to
hold reg to reg | mul.result[1] | 480 | mul.result[1]
max in group asynchronous | rst | 3250 | mul.A[1]
hold / removal | mul.result[1] | 480 | mul.result[1]
setup / recovery | b[0] | 160 | result[6]
min in group asynchronous | rst | 1110 | mul.i[20]
setup reg to reg | mul.i[0] | 900 | mul.A[7]
Power figures rest on the tool's default switching activity, not on a simulated workload.
